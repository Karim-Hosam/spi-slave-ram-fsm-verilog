**design.v**
```verilog
module SPI_Slave #(
    parameter DATA_SIZE = 8,
    parameter IDLE = 3'b000,
    parameter CHK_CMD = 3'b001,
    parameter WRITE = 3'b010,
    parameter READ_ADD = 3'b011,
    parameter READ_DATA = 3'b100
) (
    input clk,
    input rst_n,
    input SS_n,
    input MOSI,
    output reg MISO,
    input [DATA_SIZE-1:0] tx_data,
    input tx_valid,
    output reg [DATA_SIZE+1:0] rx_data,
    output reg rx_valid
);
  (* fsm_encoding = "gray" *) reg [2:0] cs, ns;
  reg rd_addr_Done;
  reg [0:DATA_SIZE+1] rx_data_reg;
  wire [3:0] bit_count;
  reg clr_counter, enable_counter;
  Up_Counter #(
      .COUNTER_BIT_SIZE(4)
  ) counter_inst (
      .clk(clk),
      .clr(clr_counter),
      .rst_n(rst_n),
      .enable(enable_counter),
      .count(bit_count)
  );
  always @(posedge clk) begin
    if (!rst_n) cs <= IDLE;
    else cs <= ns;
  end
  always @(*) begin
    case (cs)
      IDLE: begin
        if (!SS_n) ns = CHK_CMD;
        else ns = IDLE;
      end
      CHK_CMD: begin
        if (SS_n) ns = IDLE;
        else if (bit_count == 0 && enable_counter) begin
          if (MOSI == 1 && rd_addr_Done == 0) ns = READ_ADD;
          else if (MOSI == 1 && rd_addr_Done == 1) ns = READ_DATA;
          else if (MOSI == 0) ns = WRITE;
        end else ns = CHK_CMD;
      end
      WRITE: begin
        if (SS_n) ns = IDLE;
        else ns = WRITE;
      end
      READ_ADD: begin
        if (SS_n) ns = IDLE;
        else ns = READ_ADD;
      end
      READ_DATA: begin
        if (SS_n) ns = IDLE;
        else ns = READ_DATA;
      end
      default: begin
        ns = IDLE;
      end
    endcase
  end
  always @(posedge clk) begin
    if (!rst_n) begin
      rx_data <= 0;
      rx_valid <= 0;
      MISO <= 0;
      clr_counter <= 1;
      enable_counter <= 0;
    end else begin
      case (cs)
        IDLE: begin
          rx_data <= 0;
          rx_valid <= 0;
          MISO <= 0;
          if (ns == CHK_CMD) begin
            clr_counter <= 0;
            enable_counter <= 1;
          end else begin
            clr_counter <= 1;
            enable_counter <= 0;
          end
        end
        CHK_CMD: begin
          rx_data_reg[bit_count] <= MOSI;
        end
        WRITE: begin
          if (bit_count < 10) begin
            rx_data_reg[bit_count] <= MOSI;
          end else begin
            rx_data <= rx_data_reg;
            rx_valid <= 1;
            clr_counter <= 1;
          end
        end
        READ_ADD: begin
          if (bit_count < 10) begin
            rx_data_reg[bit_count] <= MOSI;
          end else begin
            rx_data <= rx_data_reg;
            rx_valid <= 1;
            rd_addr_Done <= 1;
            clr_counter <= 1;
          end
        end
        READ_DATA: begin
          if (!tx_valid) begin
            if (bit_count < 10) begin
              rx_data_reg[bit_count] <= MOSI;
            end else begin
              rx_data <= rx_data_reg;
              rx_valid <= 1;
              clr_counter <= 1;
              enable_counter <= 0;
            end
          end else begin
            clr_counter <= 0;
            enable_counter <= 1;
            MISO <= tx_data[(DATA_SIZE - 1) - bit_count];
            rd_addr_Done <= 0;
          end
        end
        default: begin
          rx_data <= 0;
          rx_valid <= 0;
          MISO <= 0;
          clr_counter <= 1;
          enable_counter <= 0;
        end
      endcase
    end
  end
endmodule
module SPI_Wrapper #(
    parameter MEM_DEPTH = 256,
    parameter DATA_ADDR_SIZE = 8
) (
    input clk,
    input rst_n,
    input SS_n,
    input MOSI,
    output MISO
);
  wire rx_valid_reg, tx_valid_reg;
  wire [DATA_ADDR_SIZE + 1:0] ram_din_reg;
  wire [DATA_ADDR_SIZE - 1:0] ram_dout_reg;
  SPI_Slave #(
      .DATA_SIZE(DATA_ADDR_SIZE)
  ) spi_slave_inst (
      .clk  (clk),
      .rst_n(rst_n),
      .SS_n (SS_n),
      .MOSI(MOSI),
      .MISO(MISO),
      .rx_data (ram_din_reg),
      .rx_valid(rx_valid_reg),
      .tx_data (ram_dout_reg),
      .tx_valid(tx_valid_reg)
  );
  Single_Port_Sync_RAM #(
      .MEM_DEPTH(MEM_DEPTH),
      .ADDR_SIZE(DATA_ADDR_SIZE)
  ) ram_inst (
      .clk(clk),
      .rst_n(rst_n),
      .din(ram_din_reg),
      .rx_valid(rx_valid_reg),
      .tx_valid(tx_valid_reg),
      .dout(ram_dout_reg)
  );
endmodule
module Single_Port_Sync_RAM #(
    parameter MEM_DEPTH = 256,
    parameter ADDR_SIZE = 8
) (
    input clk,
    input rst_n,
    input [ADDR_SIZE + 1:0] din,
    input rx_valid,
    output reg tx_valid,
    output reg [ADDR_SIZE - 1:0] dout
);
  reg [ADDR_SIZE - 1:0] mem[MEM_DEPTH - 1:0];
  reg [ADDR_SIZE - 1:0] wr_addr, rd_addr;
  always @(posedge clk) begin
    if (!rst_n) begin
      dout <= 0;
      tx_valid <= 0;
      wr_addr <= 0;
      rd_addr <= 0;
    end else begin
      if (rx_valid) begin
        case (din[ADDR_SIZE+1 : ADDR_SIZE])
          2'b00: wr_addr <= din[ADDR_SIZE-1:0];
          2'b01: mem[wr_addr] <= din[ADDR_SIZE-1:0];
          2'b10: begin
            tx_valid <= 0;
            rd_addr  <= din[ADDR_SIZE-1:0];
          end
          2'b11: begin
            dout <= mem[rd_addr];
            tx_valid <= 1;
          end
        endcase
      end
    end
  end
endmodule
module Up_Counter #(
    parameter COUNTER_BIT_SIZE = 4 
) (
    input clk,
    input clr,
    input rst_n,
    input enable,
    output reg [COUNTER_BIT_SIZE-1:0] count
);
  always @(posedge clk) begin
    if (clr || !rst_n) begin
      count <= 0;
    end else if (enable) begin
      count <= count + 1;   
    end
  end
endmodule
```
**constraint.sdc**
```tcl
current_design SPI_Wrapper

set clk_period 55.3
set clk_io_pct 0.2

create_clock -name clk0 -period $clk_period [get_ports {clk}]

set non_clock_inputs [all_inputs -no_clocks]
set_input_delay [expr $clk_period * $clk_io_pct] -clock clk0 $non_clock_inputs
set_output_delay [expr $clk_period * $clk_io_pct] -clock clk0 [all_outputs]
```
**run.sh**
```bash
#!/bin/bash
# OpenROAD 26Q1-2900-gdf79404cd8, Yosys 0.63+post, stock flow scripts
make -C /OpenROAD-flow-scripts/flow DESIGN_CONFIG=/design/flow/config.mk WORK_HOME=/design/flow/orfs finish
```
**config.mk**
```make
export PLATFORM = sky130hd
export DESIGN_NAME = SPI_Wrapper
export DESIGN_NICKNAME = SPI_Wrapper
export VERILOG_FILES = /design/flow/design.v
export SDC_FILE = /design/flow/constraint.sdc
export NUM_CORES = 4
export LEC_CHECK = 1
export CORE_UTILIZATION = 40
```
==> Changelog: implementation <==
### Changed

* Status: complete, no violations
* Top cell by count, worst path: buf_4
* Fillers at 16700
* Reg clk slew, reported paths at 60 ps
* Layout Cells excl Fill at 7075
* NetSw at 599 uW
* Die area at 209000 sq um
* Worst EP required at 55750 ps
* Post-synth EDFFs at 2059
* Reg2reg end: ram_inst.dout[7]
* PwrDens at 33.4 nW/um^2
* Drt pass-1 iters at 8
* First-pass GRT wire length at 325000 um
* Fin. Hold Viols at 0
* CP endpoint kind: register
* DR WL/cell at 32.0 um
* Root Driver: clkbuf_16
* Hold_sp: ram_inst.dout[4]
* Area leader, netlist: edfxtp_1
* Post-CTS Setup Bufs at 0
* Comb power frac at 0.1%
* Overall Power at 3100 uW
* Top cells by area: edfxtp_1, mux4_2, mux2i_1, mux4_1, nor2_1
* End of the worst hold path: ram_inst.dout[4]
* Internal power at 2500 uW
* Setup CP Type: in2reg
* Critical Path AT at 14380 ps
* GP Congestion at 0.967
* Critical Path Max Stage Delay at 620 ps
* Vias in the first global route at 46000
* Post-CTS sizing at 0
* Worst hold stages at 2
* Post-route clock period utilization at 25.2%
* Antenna-violating nets left at 0
* Number of flip-flops under the largest register name at 2048
* Distinct lib cells at 82
* Clock Power Share at 44.3%
* CTS tree: built
* Endpoints left unconstrained at 3
* Placed Cells at 6696
* Routed vias/inst at 5.87
* Grt ovf at 0
* Layout cells sized above 1 at 20.2%
* Antenna violations before repair at 2
* Total negative slack at 0 ps
* Synth cell count leaders: edfxtp_1, mux4_2, nor2_1
* Iter 0 DRT Violations at 2776
* Cts bufs inserted at 210
* Synthesized area at 83100 sq um
* Cells after Synth at 4088
* Syn_area_per_cell at 20.3 sq um
* Maxcap violations at 0
* Hold-fix buffers, CTS at 0
* Core Region at 205000 sq um
* Via count at 41500
* Startpoint types: input pin
* Fin util at 45.1%
* R2R setup slack at 49990 ps
* Async set-or-reset flop fraction in the synthesized netlist at 0%
* FP Util at 40.4%
* Depth of the CTS H-tree at 4
* Latency at later pin at 880 ps
* Final setup fails at 0
* Delay-heaviest family, CP: simple AND/OR/NAND/NOR gates
* Flop pwr share at 55.6%
* Register pins left without a clock at 3
* Pins Over Slew Limit at 0
* Fmax at 71.8 MHz
* Critical path buffers and inverters at 3
* Worst slew margin at 37.5%
* Worst-margin pin slew at 932 ps
* Global-route usage over all layers at 24.1%
* HPWL after DPL at 143000 um
* Die height at 458 um
* Worst reg2reg path startpoint: ram_inst.rd_addr[0]
* RSZ-0062 raised after global routing: false
* Leak at 0.0281 uW
* # rows at 166
* Port-buffer cells at 4
* Reg2reg path depth at 11
* Yosys top cell by instances: edfxtp_1
* Largest fanout on the critical path at 42
* Worst Clk Skew at 47.7 ps
* Syn-to-layout area delta at 11.6%
* Die width at 458 um
* Routed wire length at 226000 um
* Worst min path class: reg2reg
* Slowest CP cell: nand3b_1
* DR DRC count at 0
* Largest net degree at the start of global routing at 106
* Max-area cell share at 74.4%
* Synthesis area per yosys at 83100 sq um
* Ys Warns at 5
* Switching share of power at 19.3%
* Tool warnings at 33
* CTS max path bufs at 3
* Max VDD drop at 25.6 uV
* Flops after synth at 2108
* CP Cell Sequence: clkdlybuf4s50_1 > buf_4 > nand4b_1 > nor3_1 > nand3b_1 > buf_4 > nor2_1
* Minimum clock period at 13920 ps
* Ys cells at 4088
* Main flop type: edfxtp_1
* I/O pins at 5
==> worst min-delay path, stage by stage, from the launching register on <==
cell	delay, ps
dfxtp_1	320
nand2_1	50
nand3_1	50
==> metrics by stage <==
step                setup WS, ps  area, sq um  hold WS, ps
global placement           40710        86000          444
global route               41290        92700          488
floorplan                  42520        83100          421
CTS                        41520        92700          463
detailed placement         40640        86000          450
finish                     41380        92700          463
==> metal layers <==
layer,track usage [%],vias up,part of all wire [%]
met1,28.2,20700,32
met3,20.0,437,18
li1,-,17300,-
met4,7.57,17,4.2
met2,33.4,3083,45
met5,2.69,-,0.31
==> logic make-up (layout without fill, tap and decap cells) <==
kind of cell    Yosys count  count (layout)  share of synthesized area (%)
flops                  2105            2105                           75.5
mux                     687             687                           15.0
compound gates          387             387                           3.39
latches                   3               3                         0.0542
buf+inv                 253             549                           2.23
simple gates            632             632                           3.46
xor+xnor                  8               8                         0.0844
fa+ha+maj                12              12                          0.181
other cells               1               4                        0.00451
==> how the worst max path moves through the flow <==
stage	startpoint	slack (ps)	end	cells after the start
after CTS	rst_n	41520	ram_inst.mem[130][7]	7
after global routing	rst_n	41290	ram_inst.mem[146][6]	7
final	rst_n	41380	ram_inst.mem[130][6]	7
==> power groups by stage <==
stage | Combinational (uW) | Clock (uW) | Sequential (uW)
CTS | 2.78 | 1400 | 1720
global route | 3.05 | 1460 | 1720
finish | 2.77 | 1370 | 1720
==> layout make-up <==
type / count / area, sq um / share of cell area, %
well taps: 2688 / 3360 / 3.63
multi-input cells: 1729 / 18500 / 19.9
inverters: 10 / 42.5 / 0.0459
clock buffers: 265 / 5530 / 5.97
clock inverters: 113 / 1150 / 1.24
flip-flops and latches: 2108 / 62800 / 67.8
diodes: 1 / 2.50 / 0.00270
repair buffers: 161 / 1280 / 1.38
==> layout by cell type, fill, tap and decap left out, types with 33 or more instances in the layout <==
| master | Yosys | routed |
|---|---|---|
| o221ai_1 | 44 | 44 |
| clkinv_1 | 0 | 43 |
| mux4_2 | 380 | 380 |
| nand3_1 | 41 | 41 |
| dfxtp_1 | 46 | 34 |
| a21oi_1 | 46 | 46 |
| clkinv_2 | 0 | 33 |
| a22oi_1 | 43 | 43 |
| clkbuf_1 | 89 | 49 |
| clkbuf_16 | 0 | 211 |
| nor2_1 | 304 | 303 |
| edfxtp_1 | 2059 | 2059 |
| mux4_1 | 51 | 51 |
| mux2i_1 | 229 | 229 |
| o22ai_1 | 74 | 74 |
| nand2_1 | 127 | 127 |
| buf_4 | 16 | 152 |
Power and IR drop assume default switching activity.
